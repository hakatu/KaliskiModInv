**flow/design.v**
```verilog
module BKAA(
	input wire                      			clk, rst_ni,
	input	wire  [256 - 1:0]  	A,
	input	wire  [256 - 1: 0]	B,
	input                           			C_in,
	output wire  [256 - 1:0]  	Sum,
	output wire                     			Cout
	);
wire  [256 - 1: 0]								S;
wire	[256 - 1:0]		   					S_tmp;
wire	[256 / 4 * 2 - 1:0]	r;
wire  [256 / 4 * 2 - 1:0] r_out;	
wire	[256 / 4 * 2 - 1:0]	r_temp;
wire	[256 / 4 * 2 - 1:0]	r_temp_out;
wire	[256 / 4:0]			cin;
wire	[256 / 4:0]			cin_out;
wire	[256 / 4 * 2 - 1:0]	q;
wire	[256 / 4 * 2 - 1:0]	q_out;
	assign cin[0] = C_in;
	generate
	genvar i;
	for(i = 0;i < 256 / 4;i = i + 1) begin: parallel_FA_FA_FA  
		group_q_q_q #(.Group_size_SIZE(4))
f(.a(A[4 * (i + 1) - 1:4 * i]),
		  .b(B[4 * (i + 1) - 1:4 * i]),
		  .cin(cin[i]),
		  .s(S[4 * (i + 1) - 1:4 * i]),
		  .qg(q[i * 2 + 1: i * 2]));
end
	first_half_half_half #(.Treesize(256 / 4))
t1(.q(q[256 / 4 * 2 - 1: 0]),
	   .r(r[256 / 4 * 2 - 1: 0])
);
	second_half_half_half #(.Treesize(256 / 4))  
t2(.q(r[256 / 4 * 2 - 1: 0]),
	   .r(r_out[256 / 4 * 2 - 1: 0])
);
for (i = 0; i < 256 / 4; i = i + 1) begin: cin_generation
		cin_gen_cin_gen f(	.r(r_out[2 * i + 1: 2 * i]),
										.c0(C_in),
										.cin(cin[i + 1]));
end
	assign Sum = S[256 - 1:0];  
	assign Cout = cin[256 / 4];  
	endgenerate
endmodule
module cin_gen_cin_gen(r,c0,cin);
	input	[1:0]	r;
	input		c0;
	output		cin;
	assign cin = (r[0] & c0) | r[1];
endmodule
module group_q_q_q #(parameter Group_size_SIZE = 4) (a, b, cin, s, qg);
input[Group_size_SIZE - 1: 0]a;
input[Group_size_SIZE - 1: 0]b;
	input				         cin;
output[Group_size_SIZE - 1: 0]s;
output[1: 0]qg;
wire[2 * Group_size_SIZE - 1: 0]q;
wire[Group_size_SIZE - 1: 0]c;
	assign c[0] = cin;
generate
	genvar i;
for (i = 0; i < Group_size_SIZE; i = i + 1) begin: parallel_FA_FA_FA
		FA_FA_FA f(.a(a[i]),
						.b(b[i]),
						.cin(c[i]),
						.s(s[i]),
						.q(q[i * 2 + 1: i * 2]));
if (i != Group_size_SIZE - 1) begin: special_case
			assign c[i + 1] = q[i * 2 + 1] | q[i * 2] & c[i];
end
end
if (Group_size_SIZE == 1) begin: case_gs1
		assign qg[1] = q[1];
		assign qg[0] = q[0];
end
	else if (Group_size_SIZE == 2) begin: case_gs2
		assign qg[1] = q[3] | (q[1] & q[2]);
		assign qg[0] = q[2] & q[0];
end
	else if (Group_size_SIZE == 4) begin: case_gs4
		assign qg[1] = q[7] | (q[5] & q[6]) | (q[3] & q[6] & q[4]) | (q[1] & q[6] & q[4] & q[2]);
		assign qg[0] = q[6] & q[4] & q[2] & q[0];
end
	else if (Group_size_SIZE == 8) begin: case_gs8b
		assign qg[1] = q[15] | (q[13] & q[14]) | (q[11] & q[14] & q[12]) | (q[9] & q[14] & q[12] & q[10]) | (q[7] & q[14] & q[12] & q[10] & q[8]) | (q[5] & q[14] & q[12] & q[10] & q[8] & q[6]) | (q[3] & q[14] & q[12] & q[10] & q[8] & q[6] & q[4]) | (q[1] & q[14] & q[12] & q[10] & q[8] & q[6] & q[4] & q[2]);
		assign qg[0] = q[14] & q[12] & q[10] & q[8] & q[6] & q[4] & q[2] & q[0];
end 
	else if (Group_size_SIZE == 16) begin: case_gs16
		assign qg[1] = q[31] | (q[29] & q[30]) | (q[27] & q[30] & q[28]) | (q[25] & q[30] & q[28] & q[26]) | (q[7] & q[30] & q[28] & q[26] & q[24]) | (q[21] & q[30] & q[28] & q[26] & q[24] & q[22]) | (q[19] & q[30] & q[28] & q[26] & q[24] & q[22] & q[20]) | (q[17] & q[30] & q[28] & q[26] & q[24] & q[22] & q[20] & q[18]) | (q[15] & q[30] & q[28] & q[26] & q[24] & q[22] & q[20] & q[18] & q[16]) | (q[13] & q[30] & q[28] & q[26] & q[24] & q[22] & q[20] & q[18] & q[16] & q[14]) | (q[11] & q[30] & q[28] & q[26] & q[24] & q[22] & q[20] & q[18] & q[16] & q[14] & q[12]) | (q[9] & q[30] & q[28] & q[26] & q[24] & q[22] & q[20] & q[18] & q[16] & q[14] & q[12] & q[10]) | (q[7] & q[30] & q[28] & q[26] & q[24] & q[22] & q[20] & q[18] & q[16] & q[14] & q[12] & q[10] & q[8]) | (q[5] & q[30] & q[28] & q[26] & q[24] & q[22] & q[20] & q[18] & q[16] & q[14] & q[12] & q[10] & q[8] & q[6]) | (q[3] & q[30] & q[28] & q[26] & q[24] & q[22] & q[20] & q[18] & q[16] & q[14] & q[12] & q[10] & q[8] & q[6] & q[4]) | (q[1] & q[30] & q[28] & q[26] & q[24] & q[22] & q[20] & q[18] & q[16] & q[14] & q[12] & q[10] & q[8] & q[6] & q[4] & q[2]);
		assign qg[0] = q[30] & q[28] & q[26] & q[24] & q[22] & q[20] & q[18] & q[16] & q[14] & q[12] & q[10] & q[8] & q[6] & q[4] & q[2];
end
endgenerate
endmodule
module FA_FA_FA(a, b, cin, s, q);
	input 		a;
	input 		b;
	input 		cin;
	output 		s;
output[1: 0]q;
	assign q[0] = a ^ b;
	assign s = q[0] ^ cin;
	assign q[1] = a & b;
endmodule
module reg_reg_reg_1 (
	input wire clk,       
		input wire rst_ni,     
			input wire[1: 0]data_in,   
				output wire[1: 0]data_out   
);
reg[1: 0]reg_data;   
    always @(posedge clk or negedge rst_ni) begin
if (!rst_ni) begin
reg_data <= 2'b00;   
        end else begin
reg_data <= data_in;   
end
end
    assign data_out = reg_data;   
endmodule
module reg_reg_reg_2 (
	input wire clk,       
		input wire rst_ni,     
			input wire  data_in,   
				output wire data_out   
);
    reg  reg_data;   
    always @(posedge clk or negedge rst_ni) begin
if (!rst_ni) begin
reg_data <= 1'b0;   
        end else begin
reg_data <= data_in;   
end
end
    assign data_out = reg_data;   
endmodule
module reg_reg_reg_3 (
	input wire clk,       
		input wire rst_ni,     
			input wire[4-1:0] data_in,   
    output wire [4 - 1: 0]data_out   
);
reg[4-1:0] reg_data;   
    always @(posedge clk or negedge rst_ni) begin
        if (!rst_ni) begin
            reg_data <= 0;   
        end else begin
            reg_data <= data_in;   
        end
    end
    assign data_out = reg_data;   
endmodule
module second_half_half_half #(parameter Treesize = 256 / 4)(q,r);
	input	[Treesize * 2 - 1:0]	q;
	output	[Treesize * 2 - 1:0]	r;
	wire	[Treesize * 2 * ($clog2(Treesize) - 1) - 1:0]	r_temp;
	assign r_temp[Treesize * 2 - 1:0] = q[Treesize * 2 - 1:0];
	generate
	genvar i, j;
	for(i = 0;i < $clog2(Treesize) - 2;i = i + 1) begin: second_half_level
		assign r_temp[Treesize * 2 * (i + 1) + ((Treesize / (2 ** i)) - 1 - 2 ** ($clog2(Treesize / 4) - i)) * 2 - 1:Treesize * 2 * (i + 1)] = r_temp[Treesize * 2 * i + ((Treesize / (2 ** i)) - 1 - 2 ** ($clog2(Treesize / 4) - i)) * 2 - 1:Treesize * 2 * i];
		for(j = (Treesize / (2 ** i)) - 1 - 2 ** ($clog2(Treesize / 4) - i);j < Treesize;j = j + 2 ** ($clog2(Treesize / 2) - i)) begin: second_half_level_logic
			prefix_prefix_prefix f(.ql(r_temp[Treesize * 2 * i + (j - 2 ** ($clog2(Treesize / 4) - i)) * 2 + 1:Treesize * 2 * i + (j - 2 ** ($clog2(Treesize / 4) - i)) * 2]),
						   .qh(r_temp[Treesize * 2 * i + j * 2 + 1:Treesize * 2 * i + j * 2]),
						   .r(r_temp[Treesize * 2 * (i + 1) + j * 2 + 1:Treesize * 2 * (i + 1) + j * 2]));
			if(j != Treesize - 1 - 2 ** ($clog2(Treesize / 4) - i)) begin: second_half_level_direct_connect
				assign r_temp[Treesize * 2 * (i + 1) + (j + 2 ** ($clog2(Treesize / 2) - i)) * 2 - 1:Treesize * 2 * (i + 1) + j * 2 + 2] = r_temp[Treesize * 2 * i + (j + 2 ** ($clog2(Treesize / 2) - i)) * 2 - 1:Treesize * 2 * i + j * 2 + 2];
			end
		end
		assign r_temp[Treesize * 2 * (i + 2) - 1:Treesize * 2 * (i + 2) - (2 ** ($clog2(Treesize / 4) - i)) * 2] = r_temp[Treesize * 2 * (i + 1) - 1:Treesize * 2 * (i + 1) - (2 ** ($clog2(Treesize / 4) - i)) * 2];
	end
	assign r[1:0] = r_temp[Treesize * 2 * ($clog2(Treesize) - 2) + 1:Treesize * 2 * ($clog2(Treesize) - 2)];
	for(i = 1;i < Treesize;i = i + 2) begin: final_r_odd
		assign r[i * 2 + 1:i * 2] = r_temp[Treesize * 2 * ($clog2(Treesize) - 2) + i * 2 + 1:Treesize * 2 * ($clog2(Treesize) - 2) + i * 2];
	end
	for(i = 2;i < Treesize;i = i + 2) begin: final_r_even
		prefix_prefix_prefix f(.ql(r_temp[Treesize * 2 * ($clog2(Treesize) - 2) + i * 2 - 1:Treesize * 2 * ($clog2(Treesize) - 2) + i * 2 - 2]),
					   .qh(r_temp[Treesize * 2 * ($clog2(Treesize) - 2) + i * 2 + 1:Treesize * 2 * ($clog2(Treesize) - 2) + i * 2]),
					   .r(r[i * 2 + 1:i * 2]));
	end
	endgenerate
endmodule
module first_half_half_half #(parameter Treesize = 256 / 4)(q,r);
	input	[Treesize * 2 - 1:0]	q;
	output	[Treesize * 2 - 1:0]	r;
	generate
	genvar i;
	if(Treesize == 2) begin: trival_case
		assign r[1:0] = q[1:0];
		prefix_prefix_prefix f(.ql(q[1:0]),
							.qh(q[3:2]),
							.r(r[3:2])
							);
	end
	else begin: recursive_case
		wire	[Treesize * 2 - 1:0]	r_temp;
		first_half_half_half #(.Treesize(Treesize / 2))
		recursion_lsbh(.q(q[Treesize - 1:0]),
							.r(r_temp[Treesize - 1:0])
							);
		first_half_half_half #(.Treesize(Treesize / 2))
		recursion_msbh(.q(q[Treesize * 2 - 1:Treesize]),
							.r(r_temp[Treesize * 2 - 1:Treesize])
							);
		for(i = 0;i < Treesize * 2;i = i + 2) begin: parallel_stitch_up
			if(i != Treesize * 2 - 2) begin: parallel_stitch_up_pass
				assign r[i + 1:i] = r_temp[i + 1:i];
			end
			else begin: parallel_stitch_up_produce
				prefix_prefix_prefix f(.ql(r_temp[Treesize - 1:Treesize - 2]),
									.qh(r_temp[Treesize * 2 - 1:Treesize * 2 - 2]),
									.r(r[Treesize * 2 - 1:Treesize * 2 - 2])
									);
			end
		end
	end
	endgenerate
endmodule
module prefix_prefix_prefix(ql,qh,r);
	input	[1:0]	ql;
	input	[1:0]	qh;
	output	[1:0]	r;
	assign r[0] = qh[0] & ql[0];
	assign r[1] = (qh[0] & ql[1]) | qh[1];
endmodule
module e_ppn_add_257 (
   input wire           clk,
   input wire           reset_n,
	input wire           c_i,
   input wire  [256:0]  a_i,
   input wire  [256:0]  b_i,
   output wire          c_o,
   output wire [256:0]  s_o
   );
	parameter N = 257;
	wire         c_o_temp;
	wire [N-1:0] s_o_temp;
	BKAA add_0 (.clk(clk),
	               .rst_ni(reset_n),
						.A(a_i[N-2:0]),
						.B(b_i[N-2:0]),
						.C_in(c_i),
						.Cout(c_o_temp),
						.Sum(s_o_temp[N-2:0])
					  );
	assign s_o[N-2:0] = s_o_temp[N-2:0];			 
	assign {c_o,s_o[N-1]} = a_i[N-1] +b_i[N-1] + c_o_temp;	
endmodule
```
**flow/run.sh**
```bash
#!/bin/bash
# OpenROAD 26Q1-2900-gdf79404cd8, Yosys 0.63+post, stock flow scripts
make -C /OpenROAD-flow-scripts/flow DESIGN_CONFIG=/design/flow/config.mk WORK_HOME=/design/flow/orfs finish
```
**flow/config.mk**
```make
export PLATFORM = sky130hd
export DESIGN_NAME = e_ppn_add_257
export DESIGN_NICKNAME = e_ppn_add_257
export VERILOG_FILES = /design/flow/design.v
export SDC_FILE = /design/flow/constraint.sdc
export NUM_CORES = 4
export LEC_CHECK = 1
export CORE_AREA = 10 10 301 301
export DIE_AREA = 0 0 311 311
export SYNTH_HDL_FRONTEND = slang
```
**flow/constraint.sdc**
```tcl
current_design e_ppn_add_257

set clk_period 26.9
set clk_io_pct 0.2

create_clock -name clk0 -period $clk_period

set non_clock_inputs [all_inputs -no_clocks]
set_input_delay [expr $clk_period * $clk_io_pct] -clock clk0 $non_clock_inputs
set_output_delay [expr $clk_period * $clk_io_pct] -clock clk0 [all_outputs]
```
==> results.py <==
# Synthesis and PnR figures
metrics = {
    "placement": {
        "gp_congestion": 0.9910,
        "hpwl_um": 69080,
        "portBuffers": 773,
        "place_area_um2": 19890,
    },
    "floorplanning": {
        "design.core.area_um2": 83820,
        "fp.dieH_um": 311,
        "row_count": 106,
        "fp_util_pct": 15.05,
        "die_w_um": 311,
        "chipArea_um2": 96720,
        "ios": 775,
    },
    "detailed_routing": {
        "viasPerCell": 3.837,
        "drt-pass1-iter-count": 5,
        "ant_nets": 0,
        "drc": 0,
        "wire_per_inst_um": 24.14,
        "drtIter0Drc": 456,
        "wl_um": 71540,
        "vias": 11370,
    },
    "yosys": {
        "avgSynthCellArea_um2": 9.680,
        "ys_types": 54,
        "synth_chip_area_um2": 12610,
        "ys_warn_count": 0,
        "synth_area_leader_cell": "fa_1",
        "common_cells": "256 x buf_4, 256 x ha_1, 193 x fa_1",
        "synthTopCellsByArea": "fa_1 31%, ha_1 25%, buf_4 15%",
        "synthCells": 1303,
        "top_cell_area_share_pct": 30.63,
        "synth_area_um2": 12610,
        "yosysSeqAreaShare_pct": 0,
        "ys_cells": 1303,
    },
    "pwr": {
        "peakVddDrop_v": 0.00001131,
        "p_per_area_nw_per_um2": 25.23,
        "cellLeakagePower_nw": 8.220,
    },
    "run_status": {
        "status": "finished clean",
    },
    "job": {
        "tool_warnings": 34,
        "cap_violations": 0,
    },
    "critical_path": {
        "crit_type": "primary input to primary output",
        "end_kind": "primary output",
        "required_ns": 21.52,
        "worstPathArrival_ns": 11.72,
        "start_kind": "primary input",
        "cp_max_fo": 5,
    },
    "sta": {
        "post-route-min-period_ns": 17.10,
        "slew_violations": 0,
        "rsz0062_at_grt": "no",
        "setup_tns_ns": 0,
        "setup_violations": 0,
        "period_used_pct": 63.57,
        "slew_headroom_pct": 45.09,
        "worst_pin_slew_ns": 0.8150,
        "finalHoldViolCount": 0,
        "fmax_mhz": 58.47,
    },
    "layout": {
        "regArea_um2": 0,
        "final_area_um2": 19900,
        "clockBufferCount": 0,
        "area_growth_pct": 57.75,
        "post-route-util_pct": 23.74,
        "nFlopsAndLatches": 0,
        "drive_above_1_share_pct": 1.425,
    },
    "grt": {
        "track_usage_pct": 14.72,
        "grt_max_degree": 6,
        "antenna_found_initial": 15,
        "grt_pass1_vias": 12620,
        "grt_pass1_wl_um": 99330,
        "grt_overflow": 0,
    },
    "cts": {
        "cts-resized-gates": 0,
        "ctsHoldBuffers": 0,
        "post_cts_buffers": 0,
    },
    "min_path": {
        "hold_path.class": "primary input to primary output",
    },
}
[stage by stage]
stage,power [mW],setup WS (ns),instances,hold WS [ns]
final,0.5021,9.798,2964,11.84
after detailed placement,0.5103,9.605,2959,11.84
after floorplan,0.2413,12.28,1303,10.98
after CTS,0.5151,9.536,2959,11.85
after global placement,0.5147,9.598,2959,11.84
after global routing,0.5541,9.228,2962,11.91
[cell type report]
class	instances	area, µm²
multi-input cells	1004	10530
inverters	43	161.4
well taps	1134	1419
fillers	9073	63920
repair buffers	778	7775
diodes	5	12.51
[worst paths after layout]
kind / startpoint / to / slack (ns) / cells past startpoint
setup / recovery: a_i[110] / s_o[251] / 9.80 / 18
hold / removal: b_i[256] / s_o[256] / 11.84 / 5
[cell usage in the layout, fill, tap and decap left out, types with 10 or more instances in the layout]
| master | n |
|---|---|
| clkdlybuf4s50_1 | 773 |
| inv_1 | 41 |
| a21oi_1 | 104 |
| nand2_1 | 58 |
| nand4_1 | 52 |
| o21bai_1 | 15 |
| nor3_1 | 10 |
| nand3_1 | 17 |
| fa_1 | 193 |
| xor2_1 | 64 |
| a21o_1 | 59 |
| and3_1 | 11 |
| ha_1 | 256 |
| nor2_1 | 30 |
| o21ai_0 | 46 |
| and4_1 | 10 |
[power breakdown]
| group | leakage (nW) | switching, mW | internal [mW] |
|---|---|---|---|
| sequential | 0 | 0 | 0 |
| clock | 0.0000288 | 0 | 0.0000000121 |
| combinational | 8.22 | 0.206 | 0.296 |
| total | 8.22 | 0.206 | 0.296 |
[worst max-delay path: stages]
cell and delay (ns):
clkdlybuf4s50_1 0.46, ha_1 0.47, a21oi_1 0.63, nand2_1 0.14
a221oi_1 0.28, nand3_1 0.13, a211oi_1 0.48, o22ai_1 0.28
o31ai_2 0.56, a21oi_2 0.11, buf_4 0.20, a211oi_1 0.35
o21bai_1 0.17, fa_1 0.41, fa_1 0.40, fa_1 0.47
xor2_1 0.21, clkdlybuf4s50_1 0.56
[cells by family (layout without fill, tap and decap cells)]
group / after synthesis / after routing / share of synthesized area (%)
simple gates: 216 / 216 / 9.007
xor+xnor: 64 / 64 / 4.444
other cells: 0 / 5 / 0
fa+ha+maj: 449 / 449 / 56.03
compound gates: 275 / 275 / 14.01
buf+inv: 299 / 821 / 16.52
[routing by layer]
layer | vias to the layer above | GRT usage [%] | wire length, µm
met2 | 509 | 24.35 | 34120
li1 | 5461 | - | -
met5 | - | 0 | 0
met3 | 31 | 4.733 | 6242
met4 | 0 | 1.963 | 1128
met1 | 5372 | 19.12 | 30050
No activity file was given, so power comes from the tool's default toggle rates.
